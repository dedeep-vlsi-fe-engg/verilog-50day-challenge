[flow/run.sh]
#!/bin/bash
# OpenROAD 26Q1-2900-gdf79404cd8, Yosys 0.63+post, stock flow scripts
make -C /OpenROAD-flow-scripts/flow DESIGN_CONFIG=/design/flow/config.mk WORK_HOME=/design/flow/orfs finish
[flow/config.mk]
export PLATFORM = sky130hd
export DESIGN_NAME = code_converter
export DESIGN_NICKNAME = code_converter
export VERILOG_FILES = /design/flow/design.v
export SDC_FILE = /design/flow/constraint.sdc
export NUM_CORES = 4
export LEC_CHECK = 1
export CORE_AREA = 10 10 70 70
export DIE_AREA = 0 0 80 80
[flow/constraint.sdc]
current_design code_converter

set clk_period 2.8
set clk_io_pct 0.2

create_clock -name clk0 -period $clk_period

set non_clock_inputs [all_inputs -no_clocks]
set_input_delay [expr $clk_period * $clk_io_pct] -clock clk0 $non_clock_inputs
set_output_delay [expr $clk_period * $clk_io_pct] -clock clk0 [all_outputs]
[flow/design.v]
`timescale 1ns / 1ps
module code_converter(
    input [2:0] mode,
    input [3:0] data_in,
    output reg [3:0] data_out,
    output reg valid
);
function [3:0] bin_to_gray;
    input [3:0] bin;
    begin
        bin_to_gray[3] = bin[3];
        bin_to_gray[2] = bin[3] ^ bin[2];
        bin_to_gray[1] = bin[2] ^ bin[1];
        bin_to_gray[0] = bin[1] ^ bin[0];
    end
endfunction
function [3:0] gray_to_bin;
    input [3:0] gray;
    begin
        gray_to_bin[3] = gray[3];
        gray_to_bin[2] = gray[3] ^ gray[2];
        gray_to_bin[1] = gray_to_bin[2] ^ gray[1];
        gray_to_bin[0] = gray_to_bin[1] ^ gray[0];
    end
endfunction
function [3:0] bin_to_bcd;
    input [3:0] bin;
    begin
        if (bin <= 4'd9)
            bin_to_bcd = bin;
        else
            bin_to_bcd = 4'b0000;  
    end
endfunction
function [3:0] bcd_to_excess3;
    input [3:0] bcd;
    begin
        if (bcd <= 4'd9)
            bcd_to_excess3 = bcd + 4'd3;
        else
            bcd_to_excess3 = 4'b0000;  
    end
endfunction
function [3:0] bin_to_excess3;
    input [3:0] bin;
    begin
        if (bin <= 4'd9)
            bin_to_excess3 = bin + 4'd3;
        else
            bin_to_excess3 = 4'b0000;  
    end
endfunction
function [3:0] excess3_to_bin;
    input [3:0] excess3;
    begin
        if (excess3 >= 4'd3 && excess3 <= 4'd12)
            excess3_to_bin = excess3 - 4'd3;
        else
            excess3_to_bin = 4'b0000;  
    end
endfunction
function [3:0] excess3_to_bcd;
    input [3:0] excess3;
    begin
        if (excess3 >= 4'd3 && excess3 <= 4'd12)
            excess3_to_bcd = excess3 - 4'd3;
        else
            excess3_to_bcd = 4'b0000;  
    end
endfunction
function [3:0] bcd_to_bin;
    input [3:0] bcd;
    begin
        if (bcd <= 4'd9)
            bcd_to_bin = bcd;
        else
            bcd_to_bin = 4'b0000;  
    end
endfunction
always @(*) begin
    valid = 1'b1;  
    case (mode)
        3'b000: begin  
            data_out = bin_to_gray(data_in);
        end
        3'b001: begin  
            data_out = gray_to_bin(data_in);
        end
        3'b010: begin  
            if (data_in <= 4'd9) begin
                data_out = bin_to_bcd(data_in);
            end else begin
                data_out = 4'b0000;
                valid = 1'b0;
            end
        end
        3'b011: begin  
            if (data_in <= 4'd9) begin
                data_out = bcd_to_excess3(data_in);
            end else begin
                data_out = 4'b0000;
                valid = 1'b0;
            end
        end
        3'b100: begin  
            if (data_in <= 4'd9) begin
                data_out = bin_to_excess3(data_in);
            end else begin
                data_out = 4'b0000;
                valid = 1'b0;
            end
        end
        3'b101: begin  
            if (data_in >= 4'd3 && data_in <= 4'd12) begin
                data_out = excess3_to_bin(data_in);
            end else begin
                data_out = 4'b0000;
                valid = 1'b0;
            end
        end
        3'b110: begin  
            if (data_in >= 4'd3 && data_in <= 4'd12) begin
                data_out = excess3_to_bcd(data_in);
            end else begin
                data_out = 4'b0000;
                valid = 1'b0;
            end
        end
        3'b111: begin  
            if (data_in <= 4'd9) begin
                data_out = bcd_to_bin(data_in);
            end else begin
                data_out = 4'b0000;
                valid = 1'b0;
            end
        end
        default: begin
            data_out = 4'b0000;
            valid = 1'b0;
        end
    endcase
end
endmodule
==> results.sh <==
# yosys + openroad results
export IMPL_run_status="completed"
export IMPL_fmaxAchievable_mhz=374
export IMPL_category_of_cells_accounting_for_the_largest_share_of_critical_path_delay="buffers and inverters"
export IMPL_switching_power_as_a_share_of_total_power_pct=43.2
export IMPL_cts_hold_repair_buffers=0
export IMPL_floorplan_core_util_pct=16.1
export IMPL_detail_route_wirelength_um=1780
export IMPL_grt_first_pass_wirelength_um=3020
export IMPL_final_max_slew_violation_count=0
export IMPL_design_power_mw=0.165
export IMPL_seq_area_frac_synth_pct=0
export IMPL_worst_ep_arrival_time_ns=2.12
export IMPL_dp_hpwl_um=1390
export IMPL_setup_viol_count_final=0
export IMPL_synth_cell_area_um2=551
export IMPL_die_height_um=80
export IMPL_drive_gt1_share_pct=47.5
export IMPL_finalSetupTns_ns=0
export IMPL_xor_area_share_pct=15.9
export IMPL_antennaDiodeCount=0
export IMPL_slowest_stage="or3_1"
export IMPL_placed_cells_incl_taps=161
export IMPL_whs_path_depth=4
export IMPL_total_leakage_power_nw=0.487
export IMPL_grt_total_usage_pct=5.47
export IMPL_setup_repair_after_global_routing_missed_its_margin="false"
export IMPL_synthAoiAreaFrac_pct=29.5
export IMPL_avgRoutedWirePerCell_um=10.9
export IMPL_vias_per_cell=4.21
export IMPL_slew_headroom_pct=79.1
export IMPL_flops=0
export IMPL_post_layout_instance_area_um2=1020
export IMPL_post_route_util_pct=29.9
export IMPL_hold_path_end="data_out[3]"
export IMPL_netlist_logic_family_top="AND-OR/OR-AND gates"
export IMPL_element_type_at_the_critical_path_end="primary output"
export IMPL_maximum_number_of_pins_on_one_net_before_global_route_repair=9
export IMPL_cp_required_ns=2.24
export IMPL_num_clock_buffers=0
export IMPL_drc=0
export IMPL_yosys_stat_cells=77
export IMPL_ys_chip_area_um2=551
export IMPL_timing_critical_path_cells="clkdlybuf4s15_2 > inv_2 > buf_4 > ha_1 > nand2_2 > a21oi_4 > mux2i_1 > or3_1 > a31oi_1 > clkdlybuf4s15_1"
export IMPL_fin_crit_sh_pct=95.6
export IMPL_antenna_found_initial=0
export IMPL_synth_top_cells_by_area="ha_1 (23%), xnor2_1 (9.5%), xor2_1 (6.4%)"
export IMPL_share_seq_of_total_power_pct=0
export IMPL_timing_worst_setup_path_type="primary input to primary output"
export IMPL_largest_area_cell="ha_1"
export IMPL_netlist_cell_types=31
export IMPL_synth_dominant_cell_count="ha_1"
export IMPL_fp_dieW_um=80
export IMPL_syn_to_final_growth_pct=85.7
export IMPL_routed_via_count=690
export IMPL_syn_instance_count=77
export IMPL_power_density_nw_per_um2=161
export IMPL_clock_power_share_pct=0
export IMPL_final_antenna_net_count=0
export IMPL_netSwitchingPower_mw=0.0712
export IMPL_std_cell_rows=21
export IMPL_first_global_vias=691
export IMPL_stage_log_warnings=39
export IMPL_pre_cts_ws_ns=-0.531
export IMPL_place_port_buffers=12
export IMPL_ys_warn_count=1
export IMPL_min_path_type="primary input to primary output"
export IMPL_cellInternalPower_mw=0.0937
export IMPL_worst_setup_path_start_kind="primary input"
export IMPL_fin_crit_ns=2.68
export IMPL_grt_overflow=0
export IMPL_critPathMaxFanout=3
export IMPL_simple_gate_share_pct=19.3
export IMPL_timing_final_hold_violations=0
export IMPL_comb_power_share_pct=100.0
export IMPL_count_of_routing_violations_after_the_opening_detailed_route_iteration=58
export IMPL_timing_max_cap_violations=0
export IMPL_core_area_um2=3420
export IMPL_fillers=368
export IMPL_crit_path_max_incr_delay_ns=0.32
export IMPL_drtPass1Iterations=4
export IMPL_routabilityCongestion=0.878
export IMPL_worst_path_buf_inv=4
export IMPL_worst_hold_slack_ns=1.75
export IMPL_pin_count=12
export IMPL_holdCritStartpoint="data_in[3]"
export IMPL_chipArea_um2=6400
export IMPL_synth_avg_cell_area_um2=7.15
export IMPL_netlist_area_leader_share_pct=22.7
export IMPL_post_synth_mux_share_pct=1.82
export IMPL_adder_cell_area_share_of_the_yosys_netlist_pct=22.7
export IMPL_finalNonFillerCells=164
export IMPL_flip_flop_and_latch_area_um2=0
export IMPL_final_worst_slack_ns=0.124
export IMPL_synth_cells_most_frequent="ha_1 (10), inv_1 (8), nand2_1 (7)"
export IMPL_ir_drop_v=0.0000318
export IMPL_tightest_slew_ns=0.314
export IMPL_place_area_um2=925
==> power by group through the flow <==
| stage | Combinational (mW) | Sequential (mW) | Clock, mW |
|---|---|---|---|
| after CTS | 0.162 | 0 | 0 |
| after global routing | 0.181 | 0 | 0 |
| final | 0.165 | 0 | 0 |
==> placed cells by master, fill, tap and decap left out, drive strengths merged, types with 2 or more instances in the layout <==
cell type       n
inv             8
o32ai           2
nor2b           2
buf            35
a21oi           5
ha             10
nand3           3
or3             2
xor2            4
dlygate4sd2     5
nor2            4
and3            2
clkdlybuf4s15   3
o21ai           5
xnor2           6
nand2           7
a31oi           2
==> kinds of logic after synthesis <==
| logic type | count (synthesis) |
|---|---|
| mux | 1 |
| fa+ha+maj | 10 |
| simple gates | 22 |
| compound gates | 22 |
| xor+xnor | 10 |
| buf+inv | 12 |
==> metal layers <==
layer  part of all wire (%)  wire length [um]  vias up  track usage (%)
li1                       -                 -      356                -
met1                     46               824      320             7.05
met2                     49               876       14             10.0
met3                    4.7                83        0            0.455
met4                      0                 0        0            0.176
met5                      0                 0        -                0
==> area by class of cell <==
type / instances / area, um2 / share of cell area, %
Multi-Input combinational cell: 65 / 569 / 55.7
Timing Repair Buffer: 45 / 365 / 35.7
Tap cell: 46 / 57.6 / 5.63
Inverter: 8 / 30.0 / 2.94
==> what timing repair did <==
| action | in CTS | in global routing |
|---|---|---|
| gates resized | 40 | 5 |
| pin swaps | 6 | 3 |
| gates cloned | 1 | 0 |
| setup endpoints to repair | 5 | 3 |
| setup buffers | 2 | 0 |
==> worst max path at each step <==
stage / endpoint / start / slack, ns / cells past startpoint
5_1_grt: data_out[0] / data_in[2] / 0.02 / 10
4_1_cts: data_out[2] / data_in[0] / 0.003 / 10
6_report: data_out[0] / data_in[2] / 0.12 / 10
==> worst min-delay path: cells and delay by family <==
family | cells | cell delay (ns)
buffers and inverters | 2 | 0.41
AND-OR/OR-AND | 1 | 0.08
XOR/XNOR | 1 | 0.14
No activity file was given, so power comes from the tool's default toggle rates.
