==> flow/design.v <==
module calculator(
    input [1:0] mode,            
    input [7:0] operand_a,       
    input [7:0] operand_b,       
    input signed_operation,      
    output reg [15:0] result,    
    output reg valid,            
    output reg overflow,         
    output reg divide_by_zero    
);
wire signed [7:0] signed_a = operand_a;
wire signed [7:0] signed_b = operand_b;
wire signed [15:0] signed_result_add, signed_result_sub, signed_result_mul, signed_result_div;
wire [15:0] unsigned_result_add, unsigned_result_sub, unsigned_result_mul, unsigned_result_div;
assign signed_result_add = signed_a + signed_b;
assign signed_result_sub = signed_a - signed_b;
assign signed_result_mul = signed_a * signed_b;
assign signed_result_div = (signed_b != 0) ? (signed_a / signed_b) : 16'h0000;
assign unsigned_result_add = operand_a + operand_b;
assign unsigned_result_sub = (operand_a >= operand_b) ? (operand_a - operand_b) : 16'h0000;
assign unsigned_result_mul = operand_a * operand_b;
assign unsigned_result_div = (operand_b != 0) ? (operand_a / operand_b) : 16'h0000;
always @(*) begin
    valid = 1'b1;
    overflow = 1'b0;
    divide_by_zero = 1'b0;
    result = 16'h0000;
    case (mode)
        2'b00: begin  
            if (signed_operation) begin
                result = signed_result_add;
                if ((signed_a[7] == signed_b[7]) && (signed_result_add[7] != signed_a[7])) begin
                    overflow = 1'b1;
                end
            end else begin
                result = unsigned_result_add;
                if (unsigned_result_add > 16'h00FF) begin
                    overflow = 1'b1;
                end
            end
        end
        2'b01: begin  
            if (signed_operation) begin
                result = signed_result_sub;
                if ((signed_a[7] != signed_b[7]) && (signed_result_sub[7] != signed_a[7])) begin
                    overflow = 1'b1;
                end
            end else begin
                if (operand_a >= operand_b) begin
                    result = unsigned_result_sub;
                end else begin
                    result = 16'h0000;
                    valid = 1'b0;  
                end
            end
        end
        2'b10: begin  
            if (signed_operation) begin
                result = signed_result_mul;
                if (signed_result_mul > 16'sh7FFF || signed_result_mul < -16'sh8000) begin
                    overflow = 1'b1;
                end
            end else begin
                result = unsigned_result_mul;
                if (unsigned_result_mul > 16'hFFFF) begin
                    overflow = 1'b1;
                end
            end
        end
        2'b11: begin  
            if (operand_b == 8'h00) begin
                divide_by_zero = 1'b1;
                valid = 1'b0;
                result = 16'h0000;
            end else begin
                if (signed_operation) begin
                    result = signed_result_div;
                end else begin
                    result = unsigned_result_div;
                end
            end
        end
        default: begin
            result = 16'h0000;
            valid = 1'b0;
        end
    endcase
end
endmodule
==> flow/run.sh <==
#!/bin/bash
# OpenROAD 26Q1-2900-gdf79404cd8, Yosys 0.63+post, stock flow scripts
make -C /OpenROAD-flow-scripts/flow DESIGN_CONFIG=/design/flow/config.mk WORK_HOME=/design/flow/orfs finish
==> flow/config.mk <==
export PLATFORM = sky130hd
export DESIGN_NAME = calculator
export DESIGN_NICKNAME = calculator
export VERILOG_FILES = /design/flow/design.v
export SDC_FILE = /design/flow/constraint.sdc
export NUM_CORES = 4
export LEC_CHECK = 1
export CORE_UTILIZATION = 50
==> flow/constraint.sdc <==
current_design calculator

set clk_period 32.3
set clk_io_pct 0.2

create_clock -name clk0 -period $clk_period

set non_clock_inputs [all_inputs -no_clocks]
set_input_delay [expr $clk_period * $clk_io_pct] -clock clk0 $non_clock_inputs
set_output_delay [expr $clk_period * $clk_io_pct] -clock clk0 [all_outputs]
==> flow_metrics.env <==
# source this file to load flow results
export IMPL_die_w_um=146
export IMPL_drive_above_1_share_pct=37.3
export IMPL_postLayoutCellArea_mm2=0.0154
export IMPL_yosys_warnings=1
export IMPL_max_stage_delay_ns=0.56
export IMPL_seq_cells=0
export IMPL_ios=38
export IMPL_ys_seq_share_pct=0
export IMPL_ant_nets=0
export IMPL_grt_overflow_total=0
export IMPL_drt_wirelength_per_cell_um=17.2
export IMPL_status="finished with violations"
export IMPL_yosys_area_top_type="ha_1"
export IMPL_crit_family="AND-OR/OR-AND gates"
export IMPL_postSynthAreaPerCell_um2=7.73
export IMPL_antenna_cells=0
export IMPL_via_count=11728
export IMPL_max_cap_violations=0
export IMPL_slew_limit_headroom_pct=40.6
export IMPL_clockBufferCount=0
export IMPL_antenna_found_initial=0
export IMPL_grt_first_pass_wirelength_um=57800
export IMPL_syn_area_mm2=0.0103
export IMPL_violations="negative setup slack"
export IMPL_final_period_utilization_pct=122
export IMPL_hp_class="in -> out"
export IMPL_portBuffers=38
export IMPL_seq_area_um2=0
export IMPL_tightestPinTransition_ns=0.880
export IMPL_wirelength_um=36300
export IMPL_critPathBufInv=9
export IMPL_final_setup_worst_slack_ns=-7.21
export IMPL_first_pass_iters=5
export IMPL_path_class="in -> out"
export IMPL_cp_slowest_cell="or4_4"
export IMPL_met3_usage_pct=9.54
export IMPL_core_area_mm2=0.0202
export IMPL_holdPathStages=6
export IMPL_area_delta_synth_final_pct=49.1
export IMPL_die_area_mm2=0.0213
export IMPL_fp_util_pct=51.1
export IMPL_grt_max_degree=32
export IMPL_area_leaders="ha_1 (22%), fa_1 (17%), xnor2_1 (5.8%), inv_1 (5.8%), nor2_1 (5.1%)"
export IMPL_synth_top_cell_area_share_pct=21.5
export IMPL_hpwl_um=26400
export IMPL_vias_per_cell=5.58
export IMPL_track_usage_pct=34.9
export IMPL_grt_setup_unrepaired="yes"
export IMPL_grt_met1_usage_pct=47.5
export IMPL_fmax_ghz=0.0253
export IMPL_warnings=48
export IMPL_drt_initial_drc_count=669
export IMPL_hold_viol=0
export IMPL_synth_cell_types=89
export IMPL_drv_slew=0
export IMPL_place_area_mm2=0.0135
export IMPL_synthCells=1339
export IMPL_setup_violations=4
export IMPL_drc=0
export IMPL_end_kind="output pin"
export IMPL_critPathMaxFanout=8
export IMPL_place_gp_congestion=0.987
export IMPL_cp_data_arrival_time_ns=33.05
export IMPL_fin_crit_ns=39.51
export IMPL_row_count=52
export IMPL_synth_stat_cells=1339
export IMPL_grt_busiest_layer="met2"
export IMPL_startpoint_type="primary input"
export IMPL_use_met2_pct=55.4
export IMPL_first_global_vias=11627
export IMPL_path_depth=144
export IMPL_crit_top_cell="o21a_1"
export IMPL_ys_chip_area_mm2=0.0103
export IMPL_die_h_um=146
export IMPL_cp_required_ns=25.84
[cell type report]
class	count	area, µm²
timing repair buffer	528	4060
fill	1386	4810
tap	270	338
multi-input combinational	1144	10400
inverter	161	604
[cells by family after synthesis]
group / count (synthesis) / synth area share [%]
and+or+nand+nor: 388 / 18.0
AOI/OAI and AO/OA: 354 / 23.8
adders and majority gates: 266 / 38.5
buffers and inverters: 202 / 7.97
xor gates and xnor gates: 87 / 7.37
muxes: 41 / 4.37
other: 1 / 0.0362
[per-layer routing]
| layer | share of wire (%) | vias up |
|---|---|---|
| met4 | 3.4 | 0 |
| met1 | 44 | 5510 |
| met3 | 7.8 | 101 |
| met2 | 45 | 402 |
| met5 | 0 | - |
| li1 | - | 5715 |
[synthesized netlist by cell type (13+ instances only)]
master and number:
nor3_1 49, nor2b_1 13, ha_1 178, fa_1 87
o21a_1 41, xor2_1 18, o21ai_0 59, mux2i_1 17
xnor2_1 69, nand2b_1 14, mux2_2 19, o31ai_1 18
and2_1 14, inv_1 159, a21o_1 19, nor2_1 140
a21oi_1 89, nand2_1 94, o21bai_1 20, clkbuf_1 26
[path summary, 6_finish.rpt]
path / startpoint / slack [ns] / end
max: operand_b[4] / -7.21 / result[0]
min: operand_b[1] / 13.73 / result[1]
[per-stage QoR]
| stage | worst slack (ns) | util [%] | hold slack [ns] | setup TNS [ns] | instances |
|---|---|---|---|---|---|
| 3_5_place_dp | -7.82 | 66.8 | 14.30 | -19.14 | 1928 |
| 3_3_place_gp | -7.39 | 66.8 | 14.29 | -17.67 | 1928 |
| 5_1_grt | -8.65 | 76.2 | 13.78 | -21.40 | 2103 |
| 2_1_floorplan | -7.71 | - | 13.04 | -18.02 | 1346 |
| 6_report | -7.21 | 76.2 | 13.73 | -16.55 | 2103 |
| 4_1_cts | -6.44 | 74.4 | 13.74 | -15.04 | 2081 |
[placed cells by master, fill, tap and decap left out, types with 9 or more instances in the layout]
cell type	synthesis	routed
mux2i_1	17	15
o211ai_1	12	12
xor2_1	18	18
fa_1	87	87
buf_6	8	19
buf_4	0	474
nor2b_1	13	10
nand4_1	9	9
inv_1	159	158
a21o_1	19	19
o31ai_1	18	11
nor2_4	0	10
nor3_1	49	45
nand2b_1	14	12
xnor2_1	69	69
and2_1	14	11
a21oi_1	89	70
o21a_1	41	40
ha_4	0	11
clkdlybuf4s50_1	0	18
nand2_1	94	86
nor2_1	140	124
o21ai_0	59	46
mux2_2	19	15
ha_1	178	162
o21bai_1	20	20
a21oi_2	0	15
[timing repair]
item                       CTS  global route
hold buffers                 0             0
setup endpoints to repair    4             4
gates resized              137            70
pin swaps                  104           120
setup buffers              153            41
gates cloned                 0             0
